$ cat flow/config.mk
export PLATFORM = sky130hd
export DESIGN_NAME = async_fifo
export DESIGN_NICKNAME = async_fifo
export VERILOG_FILES = /design/flow/design.v
export SDC_FILE = /design/flow/constraint.sdc
export NUM_CORES = 4
export LEC_CHECK = 1
export CORE_UTILIZATION = 50
$ cat flow/constraint.sdc
current_design async_fifo

set clk_period 7.1
set clk_io_pct 0.2

create_clock -name clk0 -period $clk_period [get_ports {RClk}]
create_clock -name clk1 -period $clk_period [get_ports {WClk}]

set non_clock_inputs [all_inputs -no_clocks]
set_input_delay [expr $clk_period * $clk_io_pct] -clock clk0 $non_clock_inputs
set_output_delay [expr $clk_period * $clk_io_pct] -clock clk0 [all_outputs]
$ cat flow/design.v
`timescale 1ns/1ps
module GrayCounter
    #(parameter COUNTER_WIDTH = 3)
    (output reg [COUNTER_WIDTH-1:0]  GrayCount_out,  
    input wire                       Enable_in,      
    input wire                       Clear_in,       
    input wire                       Clk);
    reg [COUNTER_WIDTH-1:0] BinaryCount;
    always @ (posedge Clk)
        if (Clear_in) begin
            BinaryCount   <= {COUNTER_WIDTH{1'b 0}} + 1;   
            GrayCount_out <= {COUNTER_WIDTH{1'b 0}};       
        end
        else if (Enable_in) begin
            BinaryCount   <= BinaryCount + 1;
            GrayCount_out <= {BinaryCount[COUNTER_WIDTH-1],
                              BinaryCount[COUNTER_WIDTH-2:0] ^ BinaryCount[COUNTER_WIDTH-1:1]};
        end
endmodule
`timescale 1ns / 1ps
module async_fifo
    #(parameter DATA_WIDTH    = 32,
                ADDRESS_WIDTH = 3,
                FIFO_DEPTH    = (1 << ADDRESS_WIDTH))
    (output wire [DATA_WIDTH-1:0]        Data_out, 
     output reg                          Empty_out,
     input wire                          ReadEn_in,
     input wire                          RClk,       
     input wire  [DATA_WIDTH-1:0]        Data_in,  
     output reg                          Full_out,
     input wire                          WriteEn_in,
     input wire                          WClk,
     input wire                          Clear_in);
    reg   [DATA_WIDTH-1:0]              Mem [FIFO_DEPTH-1:0];
    wire  [ADDRESS_WIDTH-1:0]           pNextWordToWrite, pNextWordToRead;
    wire                                EqualAddresses;
    wire                                NextWriteAddressEn, NextReadAddressEn;
    wire                                Direction_Set, Direction_Reset;
    reg                                 Fifo_Direction;
    wire                                PresetFull, PresetEmpty;
    assign  Data_out = Mem[pNextWordToRead];
    always @ (posedge WClk)
        if (WriteEn_in & !Full_out)
            Mem[pNextWordToWrite] <= Data_in;
    assign NextWriteAddressEn = WriteEn_in & ~Full_out;
    assign NextReadAddressEn  = ReadEn_in  & ~Empty_out;
    GrayCounter #(
		.COUNTER_WIDTH( ADDRESS_WIDTH )
    ) GrayCounter_pWr (
        .GrayCount_out(pNextWordToWrite),
        .Enable_in(NextWriteAddressEn),
        .Clear_in(Clear_in),
        .Clk(WClk)
    );
    GrayCounter #(
		.COUNTER_WIDTH( ADDRESS_WIDTH )
    ) GrayCounter_pRd (
        .GrayCount_out(pNextWordToRead),
        .Enable_in(NextReadAddressEn),
        .Clear_in(Clear_in),
        .Clk(RClk)
    );
    assign EqualAddresses = (pNextWordToWrite == pNextWordToRead);
    assign Direction_Set = 
        (pNextWordToWrite[ADDRESS_WIDTH-2] ~^ pNextWordToRead[ADDRESS_WIDTH-1]) &
        (pNextWordToWrite[ADDRESS_WIDTH-1] ^  pNextWordToRead[ADDRESS_WIDTH-2]);
    assign Direction_Reset = 
        (pNextWordToWrite[ADDRESS_WIDTH-2] ^  pNextWordToRead[ADDRESS_WIDTH-1]) &
        (pNextWordToWrite[ADDRESS_WIDTH-1] ~^ pNextWordToRead[ADDRESS_WIDTH-2]);
    always @ (Direction_Set, Direction_Reset, Clear_in) 
        if (Direction_Reset | Clear_in)
            Fifo_Direction = 0;   
        else if (Direction_Set)
            Fifo_Direction = 1;   
    assign PresetFull = Fifo_Direction & EqualAddresses;
    always @ (posedge WClk, posedge PresetFull) 
        if (PresetFull)
            Full_out <= 1;
        else
            Full_out <= 0;
    assign PresetEmpty = ~Fifo_Direction & EqualAddresses;
    always @ (posedge RClk, posedge PresetEmpty) 
        if (PresetEmpty)
            Empty_out <= 1;
        else
            Empty_out <= 0;
endmodule
$ cat flow/run.sh
#!/bin/bash
# OpenROAD 26Q1-2900-gdf79404cd8, Yosys 0.63+post, stock flow scripts
make -C /OpenROAD-flow-scripts/flow DESIGN_CONFIG=/design/flow/config.mk WORK_HOME=/design/flow/orfs finish
==> run summary <==
flow finished, numbers: worst min-delay path class=reg2async, P&R area growth vs syn=19.8%, final RePlAce weighted congestion=0.732, Port Buf Inserts=69, Hold-fix buffers, CTS=0, adder share=0.240%, All-Layer GR Usage=20.2%, Hold Fails Final Rpt=0, DIE WIDTH=147 µm, data required time of the critical path=5.68 ns, xor+xnor area frac=1.01%, Std-Cell Core Area=20400 µm², remaining routing DRC violations=0, count of cells resized by post-cts repair=0, Final Cell Area=12500 µm², number of unconstrained endpoints=1, Most Used Layer, Global Route=met2, type of element launching the critical path=register, crit path max fanout=38, Syn Area/Cell=23.5 µm², die boundary height=147 µm, DRT antenna net count=0, worst endpoint data arrival time=3.04 ns, yosys stat chip area=10400 µm², number of warning messages in the logs=26, HPWL after detailed placement=9890 µm, number of instances in the synthesized netlist=444, Fill cells=1385, count of vias placed by the detailed router=4603, via count of the first global-routing pass=5082, Synth area leaders=sky130_fd_sc_hd__edfxtp_1 74%, sky130_fd_sc_hd__mux4_2 11%, sky130_fd_sc_hd__mux2_4 3.9%, reg-to-reg slack, setup=4.72 ns, Synthesized registers=269, drt first pass iters=4, remaining global-route overflow=0, top cell type by total area after synthesis=sky130_fd_sc_hd__edfxtp_1, leakage power=0.00402 µW, kind of critical path=reg2out, pin count of the biggest net entering global routing=39, number of max-cap violations=0, fp util=51.3%, I/O pin count=71, Synth cell types=28, most frequent standard cell in the layout excluding fill and tap cells=sky130_fd_sc_hd__edfxtp_1, FF-to-FF Start=Full_out, reg-to-reg critical path endpoint=Mem[3][19], cell area reported after detailed placement=11500 µm², setup violation total in the final timing report=0, skew final=0.00649 ns, count of standard-cell rows=52, setup TNS after final layout=0 ns, global-route wire length before repair=28600 µm, buffers inserted by post-CTS timing repair=0, transition time at the pin with the least slew margin=0.725 ns, PwrDens=284 nW/µm², unrepaired setup endpoints after global routing=false, count of unclocked register or latch pins=1, result of the run=completed, met3 track utilization from global routing=11.1%, Dominant cell area share=73.6%, average wire per cell in the routed design=22.0 µm, met2 GRT Util=30.7%, headroom to the max-slew limit=51.7%, fraction of final layout cells sized beyond drive strength 1=28.4%, kind of capture point of the worst setup path=output port, antenna violations before repair=2, largest combinational cell category by area=multiplexers, netlist area before placement=10400 µm², Slew Viols, Final=0, most frequently placed logic cells in the final layout=256 x sky130_fd_sc_hd__edfxtp_1, 69 x sky130_fd_sc_hd__clkdlybuf4s50_1, 49 x sky130_fd_sc_hd__mux4_2, area share of and-or/or-and cells after synthesis=0.288%, synth warn=2, path depth of the worst reg2reg path=4, Max IR drop VDD=0.000216 V, basic-gate share of the synthesized area counting and, or, nand and nor cells=1.53%, violation count after the first detailed-route iteration=191, Global Route met1 Usage=29.9%, total detailed-routing wirelength=18200 µm, CTS clk-pin slew, worst paths=0.06 ns, clock tree from TritonCTS=yes, mux share=19.0%, worst hold slack=0.410 ns, yosys cell count=444, detailed-route vias per instance=5.55, Die Area=21500 µm²
cell usage after synthesis:
cell type,number
sky130_fd_sc_hd__mux2_2,5
sky130_fd_sc_hd__nor4_1,1
sky130_fd_sc_hd__ha_1,2
sky130_fd_sc_hd__mux2i_1,2
sky130_fd_sc_hd__clkbuf_1,8
sky130_fd_sc_hd__buf_12,4
sky130_fd_sc_hd__conb_1,1
sky130_fd_sc_hd__buf_6,1
sky130_fd_sc_hd__mux2_4,27
sky130_fd_sc_hd__dfxtp_1,10
sky130_fd_sc_hd__nand2b_1,6
sky130_fd_sc_hd__nand3b_1,2
sky130_fd_sc_hd__a21oi_1,3
sky130_fd_sc_hd__nand2_1,7
sky130_fd_sc_hd__edfxtp_1,256
sky130_fd_sc_hd__mux4_2,49
sky130_fd_sc_hd__dfstp_2,2
sky130_fd_sc_hd__nor2b_1,2
sky130_fd_sc_hd__buf_2,7
sky130_fd_sc_hd__a211oi_1,2
sky130_fd_sc_hd__clkbuf_4,3
sky130_fd_sc_hd__dlxtn_1,1
sky130_fd_sc_hd__xnor2_1,6
sky130_fd_sc_hd__xor2_1,6
sky130_fd_sc_hd__buf_1,1
sky130_fd_sc_hd__mux4_1,15
sky130_fd_sc_hd__nor3_1,5
sky130_fd_sc_hd__nor2_1,10
report_power, final:
part | internal (µW) | leakage (µW) | switching, µW
clock network | 995 | 0.000502 | 575
registers | 1750 | 0.00243 | 20.7
logic | 135 | 0.00109 | 75.5
layer usage:
metal | wire length [µm] | up-vias | share of wire (%)
met5 | 13 | - | 0.071
met4 | 306 | 2 | 1.7
met3 | 2150 | 30 | 12
met2 | 9240 | 231 | 51
met1 | 6540 | 2293 | 36
li1 | - | 2047 | -
per-stage QoR:
step / total power, µW / utilization [%] / cells / setup slack (ns)
3_5_place_dp: 2020 / 56.3 / 776 / 2.76
2_1_floorplan: 1930 / - / 445 / 1.99
3_3_place_gp: 2020 / 56.3 / 776 / 2.76
6_report: 3560 / 61.4 / 830 / 2.64
4_1_cts: 3590 / 61.4 / 829 / 2.52
5_1_grt: 3670 / 61.4 / 829 / 2.42
how the worst max path moves through the flow:
stage,startpoint,endpoint,cells after the start
after global routing,GrayCounter_pRd.BinaryCount[1],Data_out[3],4
after CTS,GrayCounter_pRd.BinaryCount[1],Data_out[4],4
final,GrayCounter_pRd.BinaryCount[1],Data_out[4],4
sequential cells by signal, summed over array words and instances (netlist names):
name                           count
Empty_out                          1
Fifo_Direction                     1
Full_out                           1
GrayCounter_pRd.BinaryCount        3
GrayCounter_pRd.GrayCount_out      2
GrayCounter_pWr.BinaryCount        3
GrayCounter_pWr.GrayCount_out      2
Mem                              256
worst max-delay path, cell delays in order (launching register included):
cell and delay, ns:
sky130_fd_sc_hd__dfxtp_4 0.74, sky130_fd_sc_hd__buf_4 0.69, sky130_fd_sc_hd__mux4_1 0.64, sky130_fd_sc_hd__mux2_4 0.29, sky130_fd_sc_hd__clkdlybuf4s50_1 0.41
cell families after synthesis:
kind of cell	Yosys count
AND-OR/OR-AND	5
AND/OR/NAND/NOR	33
latches	1
multiplexers	98
XOR/XNOR	12
flip-flops	268
buffers and inverters	24
other	1
adder cells (fa/ha/maj)	2
layout make-up:
| type | instances | area [µm²] | share of cell area [%] |
|---|---|---|---|
| diodes | 1 | 2.50 | 0.0200 |
| flip-flops and latches | 269 | 7960 | 63.7 |
| clock buffers | 37 | 817 | 6.53 |
| multi-input cells | 152 | 2360 | 18.8 |
| repair buffers | 85 | 811 | 6.48 |
| clock inverters | 16 | 219 | 1.75 |
| well taps | 270 | 338 | 2.70 |
Power figures rest on the tool's default switching activity, not on a simulated workload.
